[flow/config.mk]
export PLATFORM = sky130hd
export DESIGN_NAME = cnt60
export DESIGN_NICKNAME = cnt60
export VERILOG_FILES = /design/flow/design.v
export SDC_FILE = /design/flow/constraint.sdc
export NUM_CORES = 4
export LEC_CHECK = 1
export CORE_AREA = 10 10 74 74
export DIE_AREA = 0 0 84 84
[flow/constraint.sdc]
current_design cnt60

set clk_period 1.1
set clk_io_pct 0.2

create_clock -name clk0 -period $clk_period [get_ports {CLK}]

set non_clock_inputs [all_inputs -no_clocks]
set_input_delay [expr $clk_period * $clk_io_pct] -clock clk0 $non_clock_inputs
set_output_delay [expr $clk_period * $clk_io_pct] -clock clk0 [all_outputs]
[flow/design.v]
module cnt60(CE,CLK,CLR,LSBSEC,MSBSEC);
input CE;
input CLK;
input CLR;
output [3:0] LSBSEC;
output [3:0] MSBSEC;
wire msbce;
wire msbclr;
wire lsbtc;
wire msbtc;
smallcntr lsbcount(.CE(CE),.CLK(CLK),.CLR(CLR),.QOUT(LSBSEC));
smallcntr msbcount(.CE(msbce),.CLK(CLK),.CLR(msbclr),.QOUT(MSBSEC));
   assign lsbtc = (LSBSEC==4'b1001)?1'b1:1'b0;
   assign msbtc = (MSBSEC==4'b0110)?1'b1:1'b0;
   assign msbce = CE & lsbtc;
   assign msbclr = CLR | msbtc;
endmodule
`timescale 1ns/1ns
module smallcntr(CE,CLK,CLR,QOUT);
input CE;
input CLK;
input CLR;
output [3:0] QOUT;
reg [3:0] QOUT = 4'b0;
always@(posedge CLK or posedge CLR)
   begin
      if(CLR)     
	 QOUT = 4'b0000;
      else if(CE)
	 if(QOUT==4'b1001)
	    QOUT=4'b0000;
         else
	    QOUT = QOUT + 1;
   end
endmodule
[flow/run.sh]
#!/bin/bash
# OpenROAD 26Q1-2900-gdf79404cd8, Yosys 0.63+post, stock flow scripts
make -C /OpenROAD-flow-scripts/flow DESIGN_CONFIG=/design/flow/config.mk WORK_HOME=/design/flow/orfs finish
==> report_table.html <==
<h2>Synthesis and place &amp; route</h2>
<table>
<tr><th>Metric</th><th>Value</th></tr>
<tr><th colspan="2">Worst setup path</th></tr>
<tr><td>Crit-path leading delay family</td><td>flip-flops</td></tr>
<tr><td>Cell-by-cell trace of the critical path</td><td>buf_6 &gt; and3b_2 &gt; nand3_2 &gt; mux2_2</td></tr>
<tr><td>Worst path arrival time</td><td>1390 ps</td></tr>
<tr><td>Crit path required time</td><td>between 1000 and 1500 ps</td></tr>
<tr><td>Type of origin of the critical path</td><td>flip-flop</td></tr>
<tr><td>Critical Path Max Stage Delay</td><td>390 ps</td></tr>
<tr><td>WS Path Type</td><td>flip-flop to flip-flop</td></tr>
<tr><td>CP max FO</td><td>5</td></tr>
<tr><td>CP max stage cell</td><td>sky130_fd_sc_hd__dfrtp_1</td></tr>
<tr><td>Crit. End Element</td><td>flip-flop</td></tr>
<tr><td>Buffers &amp; Inverters on Critical Path</td><td>1</td></tr>
<tr><th colspan="2">Clocking</th></tr>
<tr><td>Clk pin slew, worst setup/hold paths</td><td>40 ps</td></tr>
<tr><td>Root buffer cell</td><td>sky130_fd_sc_hd__clkbuf_8</td></tr>
<tr><td>Clock network latency to the later pin of the worst-skew pair</td><td>230 ps</td></tr>
<tr><td>Number of H-tree levels</td><td>1</td></tr>
<tr><td>Sinks on the clock net</td><td>8</td></tr>
<tr><td>Total CTS buffers</td><td>3</td></tr>
<tr><td>Clock tree from TritonCTS</td><td>done</td></tr>
<tr><td>Clock tree buffer depth</td><td>2</td></tr>
<tr><th colspan="2">STA</th></tr>
<tr><td>Final hold violation count</td><td>0</td></tr>
<tr><td>Setup violators final</td><td>7</td></tr>
<tr><td>Setup skew after layout</td><td>approximately 2.3 ps</td></tr>
<tr><td>Highest achievable clock rate</td><td>783.8 MHz</td></tr>
<tr><td>Shortest clock period the worst path allows after layout</td><td>1276 ps</td></tr>
<tr><td>Slack of the critical path</td><td>-175.9 ps</td></tr>
<tr><td>Final period util</td><td>1.160</td></tr>
<tr><td>Worst Max-Slew Pin Slew</td><td>around 430 ps</td></tr>
<tr><td>Setup repair after global routing missed its margin</td><td>yes</td></tr>
<tr><td>Final max-slew violation count</td><td>0</td></tr>
<tr><td>Final worst hold slack</td><td>285.5 ps</td></tr>
<tr><td>Worst relative slew slack</td><td>0.7131</td></tr>
<tr><th colspan="2">Logic synthesis</th></tr>
<tr><td>Part of the Yosys area used for sequential elements</td><td>0.4984</td></tr>
<tr><td>Summed standard-cell area reported by yosys</td><td>approximately 400 um2</td></tr>
<tr><td>Dominant cell area share</td><td>0.4984</td></tr>
<tr><td>Flops &amp; latches, synth</td><td>8</td></tr>
<tr><td>Number of standard cells reported by yosys</td><td>37</td></tr>
<tr><td>Most area-consuming cells after synthesis</td><td>sky130_fd_sc_hd__dfrtp_1 50%, sky130_fd_sc_hd__xnor2_1 6.5%, sky130_fd_sc_hd__and2b_2 4.4%</td></tr>
<tr><td>Number of library cell types mapped by synthesis</td><td>21</td></tr>
<tr><td>Post-synthesis average cell area</td><td>10.86 um2</td></tr>
<tr><td>Largest area contributor in the synthesized netlist</td><td>sky130_fd_sc_hd__dfrtp_1</td></tr>
<tr><td>Cells after synthesis</td><td>37</td></tr>
<tr><td>Synthesis Warnings</td><td>5</td></tr>
<tr><td>Combined area of all synthesized cells</td><td>401.6 um2</td></tr>
<tr><th colspan="2">Outcome</th></tr>
<tr><td>Status</td><td>finished, violations left</td></tr>
<tr><td>Failing checks</td><td>setup timing</td></tr>
<tr><th colspan="2">Die</th></tr>
<tr><td>Total I/O pin count</td><td>11</td></tr>
<tr><td>Die height</td><td>84 um</td></tr>
<tr><td>Area of the core</td><td>3971 um2</td></tr>
<tr><td>Die Area</td><td>7056 um2</td></tr>
<tr><td>Die W</td><td>84 um</td></tr>
<tr><td>Starting Density</td><td>0.1011</td></tr>
<tr><td>Cell Rows</td><td>23</td></tr>
<tr><th colspan="2">Cells and area</th></tr>
<tr><td>Layout Area Growth over Synthesis</td><td>104.4%</td></tr>
<tr><td>Most common logic cells in the final layout</td><td>17 x sky130_fd_sc_hd__buf_4, 9 x sky130_fd_sc_hd__buf_6, 8 x sky130_fd_sc_hd__dfrtp_1</td></tr>
<tr><td>Core utilization of the finished layout</td><td>0.2067</td></tr>
<tr><td>Share of cells above drive strength 1</td><td>0.5342</td></tr>
<tr><td>Filler cells</td><td>436</td></tr>
<tr><td>Leading cell type in the layout, fill and taps excluded</td><td>sky130_fd_sc_hd__buf_4</td></tr>
<tr><th colspan="2">Drt</th></tr>
<tr><td>Violation count after the first detailed-route iteration</td><td>4</td></tr>
<tr><td>Drc violations</td><td>0</td></tr>
<tr><td>Antenna violation net count after detailed routing</td><td>0</td></tr>
<tr><td>Via density per instance</td><td>between 3 and 4</td></tr>
<tr><td>Number of diodes added for antenna fixing</td><td>0</td></tr>
<tr><td>WL/cell</td><td>approximately 11 um</td></tr>
<tr><td>Wire length after detailed routing</td><td>1.377 mm</td></tr>
<tr><td>First-pass iteration count of the detailed router</td><td>2</td></tr>
<tr><td>Via count</td><td>approximately 430</td></tr>
<tr><th colspan="2">Power and ir drop</th></tr>
<tr><td>Total power draw</td><td>2149 uW</td></tr>
<tr><td>Cell Pwr Density</td><td>around 2600 nW/um2</td></tr>
<tr><td>Static Leak</td><td>0.0003988 uW</td></tr>
<tr><td>Largest vdd supply drop</td><td>1.485 mV</td></tr>
<tr><th colspan="2">Place</th></tr>
<tr><td>Placed wire-length estimate after detailed placement</td><td>between 800 and 900 um</td></tr>
<tr><td>Pre-CTS setup slack</td><td>-333.5 ps</td></tr>
<tr><td>Total of buffers placed on input and output ports</td><td>10</td></tr>
<tr><td>Routability congestion estimate from global placement</td><td>0.6775</td></tr>
<tr><th colspan="2">Global routing</th></tr>
<tr><td>Remaining global-route overflow</td><td>0</td></tr>
<tr><td>Via count of the first global-routing pass</td><td>roughly 490</td></tr>
<tr><td>Wire length of the first global-routing pass</td><td>2.352 mm</td></tr>
<tr><td>Number of antenna violations at the first check in global routing</td><td>0</td></tr>
<tr><td>Overall track demand over capacity in global routing</td><td>0.03981</td></tr>
<tr><td>Pin count of the biggest net entering global routing</td><td>8</td></tr>
<tr><th colspan="2">Worst hold path</th></tr>
<tr><td>Classification of the worst-slack hold path</td><td>input port to async pin</td></tr>
<tr><th colspan="2">Run</th></tr>
<tr><td>Number of warning messages in the logs</td><td>28</td></tr>
<tr><td>Tally of max-capacitance violations</td><td>0</td></tr>
</table>
flip-flops by register name (all words and copies together), names as in the netlist:
| register | cells |
|---|---|
| lsbcount.QOUT | 4 |
| msbcount.QOUT | 4 |
path summary, 6_finish.rpt:
check	from	end	slack, ps	cells past startpoint
worst max register to register	lsbcount.QOUT[0]	msbcount.QOUT[1]	-180	4
min in group clk0	lsbcount.QOUT[2]	lsbcount.QOUT[2]	560	2
worst min register to register	msbcount.QOUT[0]	msbcount.QOUT[1]	460	3
max in group asynchronous	msbcount.QOUT[2]	msbcount.QOUT[2]	40	4
worst max-delay path	lsbcount.QOUT[0]	msbcount.QOUT[1]	-180	4
worst min-delay path	CLR	lsbcount.QOUT[0]	290	2
cell usage after synthesis (all sizes together):
cell type	number
o21ai	2
nand2	3
a22o	1
a41o	1
a31oi	1
nand3	2
nor3	1
xor2	1
mux2	1
inv	3
and3b	1
nor2	1
a21o	1
xnor2	3
and2b	4
o2111ai	1
and4b	1
nand4	1
dfrtp	8
power breakdown:
part / internal (uW) / switching [uW] / leakage, uW
logic: 835 / 462 / 0.000276
registers: 419 / 83.0 / 0.000101
clock network: 237 / 115 / 0.0000216
total: 1490 / 659 / 0.000399
worst reg2reg max path, delay by kind of cell (launching register included):
| family | cells | cell delay [ps] |
|---|---|---|
| flip-flops | 1 | 390 |
| AND/OR/NAND/NOR | 2 | 320 |
| multiplexers | 1 | 320 |
| buffers and inverters | 1 | 130 |
through the flow:
stage               area [um2]  instances  setup TNS (ps)
global placement         644.4        107           -1383
floorplan                406.6         37          -77.05
global route             820.8        123           -1389
finish                   820.8        123          -708.2
CTS                      787.0        122          -506.7
detailed placement       644.4        107           -1529
final cells by class:
cell class | instances | area [um2] | share of cell area
Tap cell | 50 | 62.56 | 0.07622
Inverter | 3 | 11.26 | 0.01372
Clock buffer | 3 | 41.29 | 0.05030
Timing Repair Buffer | 33 | 295.3 | 0.3598
Sequential cell | 8 | 200.2 | 0.2439
Multi-Input combinational cell | 26 | 210.2 | 0.2561
cell families (layout without fill, tap and decap cells):
group | after synthesis | count (layout) | share of synthesized area
xor gates and xnor gates | 4 | 4 | 0.08724
DFF | 8 | 8 | 0.4984
muxes | 1 | 1 | 0.02804
and+or+nand+nor | 14 | 14 | 0.2274
AOI/OAI and AO/OA | 7 | 7 | 0.1309
buffers and inverters | 3 | 39 | 0.02804
layer usage:
layer / global-route usage / vias up / routed length (um) / part of all wire
met5: 0 / - / 0 / 0
met4: 0 / 0 / 0 / 0
met3: 0.01673 / 0 / 83 / 0.060
met2: 0.05296 / 13 / 549 / 0.40
met1: 0.06055 / 214 / 745 / 0.54
li1: - / 205 / - / -
repair_timing:
| item | in CTS | in global routing |
|---|---|---|
| hold buffers | 0 | 0 |
| endpoints found under the setup margin | 11 | 17 |
| buffers inserted | 12 | 3 |
| gates resized | 18 | 8 |
| pin swaps | 4 | 1 |
Power is estimated from default activity; no workload was simulated.
