### flow/run.sh
#!/bin/bash
# OpenROAD 26Q1-2900-gdf79404cd8, Yosys 0.63+post, stock flow scripts
make -C /OpenROAD-flow-scripts/flow DESIGN_CONFIG=/design/flow/config.mk WORK_HOME=/design/flow/orfs finish
### flow/config.mk
export PLATFORM = sky130hd
export DESIGN_NAME = CPU_16_Bit_RISC
export DESIGN_NICKNAME = CPU_16_Bit_RISC
export VERILOG_FILES = /design/flow/design.v
export SDC_FILE = /design/flow/constraint.sdc
export NUM_CORES = 4
export LEC_CHECK = 1
export CORE_UTILIZATION = 30
### flow/constraint.sdc
current_design CPU_16_Bit_RISC

set clk_period 16.6
set clk_io_pct 0.2

create_clock -name clk0 -period $clk_period [get_ports {clk}]

set non_clock_inputs [all_inputs -no_clocks]
set_input_delay [expr $clk_period * $clk_io_pct] -clock clk0 $non_clock_inputs
set_output_delay [expr $clk_period * $clk_io_pct] -clock clk0 [all_outputs]
### flow/design.v
`timescale 1ns / 1ps
module ALU(
	input[15:0] A, B,
	input[3:0] sel,
	output reg V, C, N, Z,
	output reg[15:0] res
   );
	always @(*) begin
		C = 0;
		V = 0;
		case(sel)
			4'b0000: begin
				res = A + B;
				if (~(A[15] ^ B[15]) & (res[15] ^ A[15]))
					C = 1;
				else
					C = 0;
			end
			4'b0001: begin
				res = A - B;
				if (~(A[15] ^ B[15]) & (res[15] ^ A[15]))  
					V = 1;  
				else
					V = 0;
			end
			4'b0010:
				res = A & B;
			4'b0011:
				res = A | B;
			4'b0100:
				res = A ^ B;
			4'b0101:
				res = ~A;
			4'b0110:
				res = A << 1;
			4'b0111:
				res = A >> 1;
			default:
				res = A;
		endcase
		if (res == 0)
			Z = 1;
		else
			Z = 0;
		if (res[15] == 1)
			N = 1;
		else
			N = 0;
	end
endmodule
`timescale 1ns / 1ps
module CPU_16_Bit_RISC(
    input clk, reset,  
	 input[15:0] data_from_rom,  
	 output enable_to_rom, write_enable_to_ram, read_enable_to_ram, enable_ram_read,  
	 output[5:0] address_to_rom, address_to_ram,
	 output[15:0] data_ram_out,
	 input[15:0] data_ram_in,
	 input btn_press	
	 );
	wire V, C, N, Z , MD, RW, MW, ASEL;
	wire[1:0] MB;
	wire[3:0] FS, DR, SA, SB;
	wire[5:0] PC_out;
	wire[15:0] bus_A, ROM_data, imdt;
	Controller Controller0(.clk (clk), .V (V), .C (C), .N (N), .Z (Z), .bus_A (bus_A), 
	.ROM_data (data_from_rom), .MD (MD), .RW (RW), .MW (MW), .MB (MB), .FS (FS), .DR (DR), .SA (SA),
	.SB (SB), .reset (reset), .PC (PC_out), .imdt (imdt), .ROM_enable (enable_to_rom), .ASEL (ASEL), .enable_ram_read(enable_ram_read));
	Datapath Datapath0 (.clk (clk), .reset (reset), .MD (MD), .MB (MB), .RW (RW), .FS (FS), .SA (SA), .DR (DR), .BA (SB), 
	.PC (PC_out), .imdt (imdt), .RAM_data_out (data_ram_in), .V (V), .C (C), .N (N), .Z (Z),
	.A_out (bus_A), .B_out (data_ram_out), .ASEL (ASEL));
	assign write_enable_to_ram = MW;
	assign read_enable_to_ram = ~MW;
	assign address_to_rom = PC_out;
	assign address_to_ram = bus_A[5:0];
endmodule
`timescale 1ns / 1ps
module Control_Logic(
	input state,
	input[7:0] instr,
	input V, C, N, Z,  
	output reg NS, MW, RW, MD, ROM_enable, ASEL, enable_ram_read,
	output reg[1:0] PS, MB,
	output [3:0] FS
   );
	assign FS = instr[7:4];
	always @ (*) begin
		case (instr[7:4])
			4'b0000: begin
				NS <= 0;
				MW <= 0;
				RW <= 1;
				MD <= 0;
				PS <= 2'b01;
				MB <= 2'b00;
				ROM_enable <= 1;
				ASEL <= 0;
				enable_ram_read <= 0;
			end
			4'b0001: begin
				NS <= 0;
				MW <= 0;
				RW <= 1;
				MD <= 0;
				PS <= 2'b01;
				MB <= 2'b00;
				ROM_enable <= 1;
				ASEL <= 0;
				enable_ram_read <= 0;
			end
			4'b0010: begin
				NS <= 0;
				MW <= 0;
				RW <= 1;
				MD <= 0;
				PS <= 2'b01;
				MB <= 2'b00;
				ROM_enable <= 1;
				ASEL <= 0;
				enable_ram_read <= 0;
			end
			4'b0011: begin
				NS <= 0;
				MW <= 0;
				RW <= 1;
				MD <= 0;
				PS <= 2'b01;
				MB <= 2'b00;
				ROM_enable <= 1;
				ASEL <= 0;
				enable_ram_read <= 0;
			end
			4'b0100: begin
				NS <= 0;
				MW <= 0;
				RW <= 1;
				MD <= 0;
				PS <= 2'b01;
				MB <= 2'b00;
				ROM_enable <= 1;
				ASEL <= 0;
				enable_ram_read <= 0;
			end
			4'b0101: begin
				NS <= 0;
				MW <= 0;
				RW <= 1;
				MD <= 0;
				PS <= 2'b01;
				MB <= 2'bxx;
				ROM_enable <= 1;
				ASEL <= 0;
				enable_ram_read <= 0;
			end
			4'b0110: begin
				NS <= 0;
				MW <= 0;
				RW <= 1;
				MD <= 0;
				PS <= 2'b01;
				MB <= 2'bxx;
				ROM_enable <= 1;
				ASEL <= 0;
				enable_ram_read <= 0;
			end
			4'b0111: begin
				NS <= 0;
				MW <= 0;
				RW <= 1;
				MD <= 0;
				PS <= 2'b01;
				MB <= 2'bxx;
				ROM_enable <= 1;
				ASEL <= 0;
				enable_ram_read <= 0;
			end
			4'b1000: begin
				NS <= 0;
				MW <= 0;
				RW <= 1;
				MD <= 0;
				PS <= 2'b01;
				MB <= 2'b01;
				ROM_enable <= 1;
				ASEL <= 0;
				enable_ram_read <= 0;
			end
			4'b1001: begin
				NS <= 0;
				MW <= 0;
				RW <= 1;
				MD <= 1;
				PS <= 2'b01;
				MB <= 2'bxx;
				ROM_enable <= 1;
				ASEL <= 0;
				enable_ram_read <= 0;
			end
			4'b1010: begin
				NS <= 0;
				MW <= 1;
				RW <= 0;
				MD <= 1'bx;
				PS <= 2'b01;
				MB <= 2'b00;
				ROM_enable <= 1;
				ASEL <= 0;
				enable_ram_read <= 0;
			end
			4'b1011: begin
				if (state == 0) begin
					NS <= 1;
					MW <= 0;
					RW <= 0;
					MD <= 1'bx;
					if (Z)
						PS <= 2'b10;
					else
						PS <= 2'b00;
					MB <= 2'bxx;
					ROM_enable <= 0;
					ASEL <= 1;
					enable_ram_read <= 0;
				end
				else begin
					NS <= 0;
					MW <= 0;
					RW <= 0;
					MD <= 1'bx;
					PS <= 2'b01;
					MB <= 2'bxx;
					ROM_enable <= 1;
					ASEL <= 0;
					enable_ram_read <= 0;
				end
			end
			4'b1100: begin
				if (state == 0) begin
					NS <= 1;
					MW <= 0;
					RW <= 0;
					MD <= 1'bx;
					if (Z)
						PS <= 2'b00;
					else
						PS <= 2'b10;
					MB <= 2'bxx;
					ROM_enable <= 0;
					ASEL <= 1;
					enable_ram_read <= 0;
				end
				else begin
					NS <= 0;
					MW <= 0;
					RW <= 0;
					MD <= 1'bx;
					PS <= 2'b01;
					MB <= 2'bxx;
					ROM_enable <= 1;
					ASEL <= 0;
					enable_ram_read <= 0;
				end
			end
			4'b1101: begin
				if (state == 0) begin
					NS <= 1;
					MW <= 0;
					RW <= 1;
					MD <= 1'bx;
					PS <= 2'b10;
					MB <= 2'b10;
					ROM_enable <= 0;
					ASEL <= 0;
					enable_ram_read <= 0;
				end
				else begin
					NS <= 0;
					MW <= 0;
					RW <= 0;
					MD <= 1'bx;
					PS <= 2'b01;
					MB <= 2'bxx;
					ROM_enable <= 1;
					ASEL <= 0;
					enable_ram_read <= 0;
				end
			end
			4'b1110: begin
				if (state == 0) begin
					NS <= 1;
					MW <= 0;
					RW <= 0;
					MD <= 1'bx;
					PS <= 2'b10;
					MB <= 2'bxx;
					ROM_enable <= 0;
					ASEL <= 0;
					enable_ram_read <= 0;
				end
				else begin
					NS <= 0;
					MW <= 0;
					RW <= 0;
					MD <= 1'bx;
					PS <= 2'b01;
					MB <= 2'bxx;
					ROM_enable <= 1;
					ASEL <= 0;
					enable_ram_read <= 0;
				end
			end
			4'b1111: begin  
				if (instr[3:0] == 0) begin
					if (state == 0) begin
						NS <= 1;
						MW <= 0;
						RW <= 0;
						MD <= 1'bx;
						PS <= 2'b11;
						MB <= 2'bxx;
						ROM_enable <= 0;
						ASEL <= 0;
						enable_ram_read <= 0;
					end
					else begin
						NS <= 0;
						MW <= 0;
						RW <= 0;
						MD <= 1'bx;
						PS <= 2'b01;
						MB <= 2'bxx;
						ROM_enable <= 1;
						ASEL <= 0;
						enable_ram_read <= 0;
					end
				end
				else begin
					NS <= 0;
					MW <= 0;
					RW <= 0;
					MD <= 1'bx;
					PS <= 2'b00;
					MB <= 2'bxx;
					ROM_enable <= 0;
					ASEL <= 0;
					enable_ram_read <= 1;
				end
			end
			default: begin
				NS <= 0;
				MW <= 0;
				RW <= 0;
				MD <= 0;
				PS <= 2'b00;
				MB <= 2'b00;
				ROM_enable <= 0;
				ASEL <= 0;
				enable_ram_read <= 0;
			end
		endcase
	end
endmodule
`timescale 1ns / 1ps
module Controller(
	input clk, V, C, N , Z, reset,
	input[15:0] bus_A, ROM_data,
	output MD, RW, MW, ROM_enable, ASEL, enable_ram_read,
	output[1:0] MB,
	output[3:0] FS, DR, SA, SB,
	output[5:0] PC,
	output[15:0] imdt
   );
	wire[1:0] PS_wire;
	wire[7:0] sub_instr_wire;
	wire[3:0] SA_wire, SB_wire;
	wire[5:0] SA_SB_wire;
	wire state_reg_wire_in;
	wire state_reg_wire_out;
	assign SA_SB_wire[3:0] = SB_wire;
	assign SA_SB_wire[5:4] = SA_wire[1:0];
	assign imdt[15:8] = 8'b0;
	assign imdt[7:4] = SA_wire;
	assign imdt[3:0] = SB_wire;
	assign SA = SA_wire;
	assign SB = SB_wire;
	PC PC0(.clk (clk), .reset (), .PS (PS_wire), .bus_A (bus_A), .extend (SA_SB_wire), .out (PC));
	IR IR0(.instr (ROM_data), .sub_instr (sub_instr_wire), .DR (DR), .SA (SA_wire), .SB (SB_wire));
	Control_Logic Control_Logic0(.state (state_reg_wire_out), .instr (sub_instr_wire), .V (V), .C (C),
	.N (N), .Z (Z), .NS (state_reg_wire_in), .MW (MW), .RW (RW), .MD (MD), .PS (PS_wire), .MB (MB),
	.FS (FS), .ROM_enable (ROM_enable), .ASEL (ASEL), .enable_ram_read (enable_ram_read));
	reg state_reg;
	assign state_reg_wire_out = state_reg;
	always @ (posedge clk) begin
		state_reg <= state_reg_wire_in;
	end
endmodule
`timescale 1ns / 1ps
module Datapath(
	input clk, MD, RW, reset, ASEL,
	input[1:0] MB,
	input[3:0] FS, SA, DR, BA,
	input[5:0] PC,
	input[15:0] imdt, RAM_data_out,
	output V, C, N, Z,
	output[15:0] A_out, B_out
	);
	wire[3:0] AA_wire;
	wire[15:0] bus_A, bus_B, F_out, Mux_D_Mux_B_wire, File_D_in_wire, PC_zeroed;
	assign A_out = bus_A;
	assign B_out = bus_B;
	assign PC_zeroed[15:6] = 10'b0;
	assign PC_zeroed[5:0] = PC;
	ALU ALU0 (.A (bus_A), .B (bus_B), .sel (FS), .V (V), .C (C), .N (N), .Z (Z), .res (F_out));
	Reg_File Reg_File0 (.clk (clk), .reset (reset), .RW (RW), .AA (AA_wire), .BA (BA), .DA (DR), .D (File_D_in_wire), .A (bus_A), .B (bus_B));
	Mux_8_4 Mux_A (.sel (ASEL), .D_in0 (SA), .D_in1 (DR), .D_out (AA_wire));
	Mux_32_16 Mux_D (.sel (MD), .D_in0 (F_out), .D_in1 (RAM_data_out), .D_out (Mux_D_Mux_B_wire));
	Mux_48_16 Mux_B (.sel (MB), .D_in0 (Mux_D_Mux_B_wire), .D_in1 (imdt), .D_in2 (PC_zeroed), .D_out (File_D_in_wire));
endmodule
`timescale 1ns / 1ps
module IR(
	input[15:0] instr, 
	output[7:0] sub_instr,
	output[3:0] DR,
	output[3:0] SA,
	output[3:0] SB
   );
	assign sub_instr = instr[15:8];
	assign DR = instr[11:8];
	assign SA = instr[7:4];
	assign SB = instr[3:0];
endmodule
`timescale 1ns / 1ps
module Mux_32_16(
	input sel,
	input[15:0] D_in0, D_in1,
	output reg[15:0] D_out
	);
	always @ (sel, D_in0, D_in1) begin
		case(sel)
			1'b0:
				D_out <= D_in0;			
			1'b1:
				D_out <= D_in1;			
			default:
				D_out <= D_in0;
		endcase		
	end
endmodule
`timescale 1ns / 1ps
module Mux_48_16(
	input[1:0] sel,
	input[15:0] D_in0, D_in1, D_in2,
	output reg[15:0] D_out
	);
	always @ (sel, D_in0, D_in1, D_in2) begin
		case(sel)
			2'b00:
				D_out <= D_in0;			
			2'b01:
				D_out <= D_in1;			
			2'b10:
				D_out <= D_in2;
			default:
				D_out <= D_in0;
		endcase		
	end
endmodule
`timescale 1ns / 1ps
module Mux_8_4(
	input sel,
	input[3:0] D_in0, D_in1,
	output reg[3:0] D_out
	);
	always @ (sel, D_in0, D_in1) begin
		case(sel)
			1'b0:
				D_out <= D_in0;			
			1'b1:
				D_out <= D_in1;			
			default:
				D_out <= D_in0;
		endcase		
	end
endmodule
`timescale 1ns / 1ps
module PC(
	input clk, reset,
	input[1:0] PS,
	input[15:0] bus_A,
	input[5:0] extend,
	output reg[5:0] out
	);
	initial
		out = 6'b0;
	always @ (posedge clk) begin
		if (reset)
			out = 6'b0;
		else begin
			case(PS)
				2'b00:
					out = out;
				2'b01:
					out = out + 1'b1;
				2'b10:
					out = out + extend;
				2'b11:
					out = bus_A[5:0];
				default:
					out = out;
			endcase
		end
	end
endmodule
`timescale 1ns / 1ps
module Reg_File( 
    input clk, reset,
    input RW,
    input [3:0] AA, BA, DA,
	 input [15:0] D,
    output [15:0] A,
    output [15:0] B
    );
	integer i;
	reg[15:0] file[15:0];
	always @ (posedge clk) begin
	   if (reset) begin
        for (i = 0; i < 16; i = i + 1)
            file[i] <= 0;
		end
		else begin
			if (RW)
				file[DA] <= D;
			else
				file[DA] <= file[DA];
		end
	end
	assign A = file[AA];
	assign B = file[BA];
endmodule
==> results_dict.tcl <==
# yosys + openroad results
set metrics [dict create \
    status "completed" \
    hold_class "reg2reg" \
    place_hpwl_um 38500 \
    max_slew_margin_pct 36.6 \
    syn_area_um2 16700 \
    end_kind "output port" \
    ctsResizeCount 0 \
    drt_wl_total_um 57200 \
    grt_max_degree 50 \
    cp_slowest_stage_delay_ns 0.69 \
    firstDrtPassIters 7 \
    die_y_um 238 \
    yosysCellCount 1502 \
    cp_num_buf_inv 5 \
    tool_warnings 59 \
    drc 0 \
    fin_worst_skew_ns 0.0131 \
    area_delta_synth_final_pct 12.1 \
    rsz0062_at_grt "no" \
    ys.flops 257 \
    slew_viol_final 0 \
    leakagePower_nw 7.05 \
    flop_cell "edfxtp_1" \
    ys_warn_count 9 \
    fp.dieW_um 238 \
    cts_max_level 1 \
    clock_latency_ns 0.54 \
    critPathLaunchType "input port" \
    ys_async_sr_fraction_pct 0 \
    io_pins 67 \
    drt-initial-drc-count 1005 \
    avgSynthCellArea_um2 11.2 \
    grt_pass1_vias 13000 \
    min_period_ns 10.97 \
    critPathTopFamily "buffers and inverters" \
    cts_buffer_depth 3 \
    grt_overflow 0 \
    syn_inst 1502 \
    timing.max_cap.violations 0 \
    synth_cell_types 84 \
    fmax_mhz 91.2 \
    arrival_ns 7.65 \
    criticalPathCategory "in2out" \
    track_usage_pct 21.2 \
    fp_util_pct 30.4 \
    ys_seq_share_pct 46.0 \
    vias_per_cell 5.54 \
    critPathSlowestCell "mux2_2" \
    place.gp.congestion 0.972 \
    largest_register_ffs 256 \
    setup_tns_ns 0 \
    edf_count 256 \
    top_cell "nor2_1" \
    coreArea_um2 55100 \
    layout-drive-gt1-share_pct 14.6 \
    ctsHoldBuffers 0 \
    cts_sinks 257 \
    port_buffers 43 \
    timing.final.crit_share_pct 66.1 \
    critPathMaxFanout 31 \
    required_ns 13.28 \
    via_count 12700 \
    ant_nets 0 \
    cts-root-buf "clkbuf_16" \
    antenna_found_initial 0 \
    clk_pin_slew_ns 0.07 \
    path_cells "clkdlybuf4s50_1, buf_4, or3b_4, a21oi_1, mux2_2, buf_4, nand2_1, a2111o_1, and4_1, inv_4, clkdlybuf4s50_1" \
    top_area_share_pct 45.9 \
    hold_violations 0 \
    top_area_cell "edfxtp_1" \
    p_per_area_nw_per_um2 97.4 \
    n_antenna_cell 0 \
    postPlaceCellArea_um2 18000 \
    finalSetupViolCount 0 \
    die_area_um2 56800 \
    grt_pass1_wl_um 83700 \
    common_cells "nor2_1, edfxtp_1, mux2i_1" \
    ys_area_um2 16700 \
    ir_drop_uv 72.7 \
    cts-buffers-inserted 25 \
    cts_setup_buffers 0 \
    area_leaders "edfxtp_1, mux4_2, mux2i_1, nor2_1, ha_1" \
    fin_area_um2 18800 \
    tightestPinTransition_ns 0.951 \
    cts_tree "built" \
    routedWlPerCell_um 24.9 \
    row_count 86 \
]
-- report_power, final --
group	internal, mW	total (mW)	leakage [nW]	switching [mW]
combinational	0.183	0.502	4.00	0.319
sequential	0.740	0.754	2.66	0.0140
clock	0.325	0.573	0.385	0.249
-- cell usage in the layout, fill, tap and decap left out, types with 19 or more instances in the layout --
cell type	count
inv_1	56
mux2_2	30
nand2_1	121
nand2b_1	19
edfxtp_1	256
o21ai_0	29
mux4_2	72
nor2_1	297
clkbuf_16	25
buf_4	55
o211ai_1	24
clkdlybuf4s50_1	40
nand3_1	45
a21oi_1	35
ha_1	47
xnor2_1	23
mux2i_1	132
-- worst register-to-register path, cell delays in order (launching register included) --
cell and delay [ns]:
dfxtp_1 0.39, nor2b_1 0.12, o22ai_1 0.52, or3_4 0.71
buf_4 0.71, mux2_2 0.41, o211ai_1 0.16, and4_1 0.31
inv_2 0.12, ha_1 0.42, nor2b_1 0.17, o21ai_0 0.15
o311a_1 0.21, o22ai_1 0.08, a31oi_1 0.36, o21ai_0 0.24
a32o_1 0.31, a21oi_2 0.62, nor2_1 0.11
-- final timing paths --
| check | slack [ns] | end | from | cells after the start |
|---|---|---|---|---|
| max reg2reg | 10.20 | Datapath0.Reg_File0.file[9][14] | Controller0.state_reg | 18 |
| min reg2reg | 0.78 | Controller0.state_reg | Controller0.state_reg | 2 |
| min | 0.78 | Controller0.state_reg | Controller0.state_reg | 2 |
| max | 5.63 | address_to_ram[2] | data_from_rom[14] | 11 |
-- logic make-up (layout without fill, tap and decap cells) --
logic type,Yosys count,count (layout),synth area share (%)
AND/OR/NAND/NOR,535,535,13.5
adder cells (fa/ha/maj),51,51,3.82
flip-flops,257,257,46.0
XOR/XNOR,28,28,1.46
other,1,6,0.0224
buffers and inverters,160,200,4.82
multiplexers,235,235,19.7
AND-OR/OR-AND,235,235,10.6
-- per-stage QoR --
| stage | hold slack [ns] | utilization (%) | power, mW | setup slack (ns) | cells |
|---|---|---|---|---|---|
| 2_1_floorplan | 0.658 | - | 1.10 | 7.73 | 1507 |
| 3_3_place_gp | 0.749 | 32.6 | 1.26 | 5.73 | 2250 |
| 3_5_place_dp | 0.749 | 32.6 | 1.26 | 5.66 | 2250 |
| 4_1_cts | 0.769 | 34.1 | 1.83 | 5.65 | 2295 |
| 5_1_grt | 0.796 | 34.1 | 1.90 | 5.44 | 2295 |
| 6_report | 0.776 | 34.1 | 1.83 | 5.63 | 2295 |
-- per-layer routing --
metal | vias up | GRT usage, % | routed length, µm
met3 | 103 | 11.3 | 7970
met5 | - | 0.693 | 49
met1 | 6243 | 25.6 | 20500
met2 | 738 | 33.6 | 27000
met4 | 2 | 4.99 | 1620
li1 | 5639 | - | -
-- layout make-up --
type	instances	area, µm²
clock buffer	30	644
clock inverter	15	161
fill	5429	36300
inverter	59	224
multi-input combinational	1090	8290
sequential	257	7710
tap	748	936
timing repair buffer	96	818
No activity file was given, so power comes from the tool's default toggle rates.
